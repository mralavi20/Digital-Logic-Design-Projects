`flow/config.mk`:
```
export PLATFORM = sky130hd
export DESIGN_NAME = alu
export DESIGN_NICKNAME = alu
export VERILOG_FILES = /design/flow/design.v
export SDC_FILE = /design/flow/constraint.sdc
export NUM_CORES = 4
export LEC_CHECK = 1
export CORE_AREA = 10 10 105 105
export DIE_AREA = 0 0 115 115
```
`flow/run.sh`:
```
#!/bin/bash
# OpenROAD 26Q1-2900-gdf79404cd8, Yosys 0.63+post, stock flow scripts
make -C /OpenROAD-flow-scripts/flow DESIGN_CONFIG=/design/flow/config.mk WORK_HOME=/design/flow/orfs finish
```
`flow/design.v`:
```
`timescale 1ns/1ns
module alu (input [7:0] A, B, input [2:0] F, output [7:0] W, output c, z);
	wire [7:0] S1;
	wire [7:0] S2;
	wire [7:0] S3;
	wire [7:0] M;
	wire [7:0] B2;
	wire [7:0] B3;
	wire [2:0] F2;
	wire cin;
	wire en;
	wire f1,f2;
	assign B2 = B << 1;
	assign B3 = B >> 1;
	assign S1 = (F[1:0] == 2'b00) ? B:
		(F[1:0] == 2'b01) ? B2:
		(F[1:0] == 2'b10) ? (~B):
		(F[1:0] == 2'b11) ? B3:
		8'b0;
	assign #7 cin = F[1] & (~F[0]);
	CLAdder Adder (A, S1, cin, S2, c);
	assign #14 M = S2[7] ? A: B;
	assign #14 S3 = (~(F[1] & (~F[0]))) ? S2: M;
	assign #7.1 en = F[2] & (~F[1]) & (~F[0]);
	assign #7 f1 = F[2] & F[0];
	assign #7 f2 = F[2] & F[1];
	assign F2 = {f2, f1};
	assign #14.4 W = en ? 8'b0:
		(F2 == 2'b00) ? S3:
		(F2 == 2'b01) ? A | B:
		(F2 == 2'b10) ? A & B:
		(F2 == 2'b11) ? B2:
		8'b0;
	assign z = ~|W;
endmodule
`timescale 1ns/1ns
module CLAdder (input [7:0] dataA, dataB, input carryIn, output [7:0] dataOut, output carryOut);
	wire [3:0] A1;
	wire [3:0] A2;
	wire [3:0] B1;
	wire [3:0] B2;
	wire [3:0] W1;
	wire [3:0] W2;
	wire c;
	assign {A2, A1} = dataA;
	assign {B2, B1} = dataB;
	cla1 C1 (A1, B1, carryIn, W1, c);
	cla1 C2 (A2, B2, c, W2, carryOut);
	assign dataOut = {W2, W1};
endmodule
`timescale 1ns/1ns
module cla1 (input [3:0] A, input [3:0] B, input cin, output [3:0] W, output cout);
	wire [3:0] P;
	wire [3:0] G;
	wire [4:0] C;
	genvar i;
	genvar k;
	generate
		for (i = 0; i < 4; i = i + 1) begin: pg
			assign #7 P[i] = A[i] | B[i];
			assign #7 G[i] = A[i] & B[i];
		end
	endgenerate
	assign C[0] = cin;
	assign #14 C[1] = (P[0] & C[0]) | G[0];
	assign #14.2 C[2] = (P[1] & P[0] & C[0]) | (P[1] & G[0]) | G[1];
	assign #14.4 C[3] = (P[2] & P[1] & P[0] & C[0]) |(P[2] & P[1] & G[0]) | (P[2] & G[1]) | G[2];
	assign #14.6 C[4] = (P[3] & P[2] & P[1] & P[0] & C[0]) | (P[3] & P[2] & P[1] & G[0]) | (P[3] & P[2] & G[1]) | (P[3] & G[2]) | G[3];
	generate
		for (k = 0; k < 4; k = k + 1) begin: sum
			assign #7.1 W[k] = A[k] ^ B[k] ^ C[k];
		end
	endgenerate
	assign cout = C[4];
endmodule
```
`flow/constraint.sdc`:
```
current_design alu

set clk_period 7.3
set clk_io_pct 0.2

create_clock -name clk0 -period $clk_period

set non_clock_inputs [all_inputs -no_clocks]
set_input_delay [expr $clk_period * $clk_io_pct] -clock clk0 $non_clock_inputs
set_output_delay [expr $clk_period * $clk_io_pct] -clock clk0 [all_outputs]
```
==> impl_metrics.toml <==
# generated from flow reports
[pwr]
powerDensity_mw_per_mm2 = 86.2
switching_share = 0.528
combPwrFrac = 1.000
power_switching_w = 0.0000808
p_clk_frac = 0
intPower_w = 0.0000722
ir_drop_v = 0.0000301
seqPwrFrac = 0
p_leak_nw = 0.742

[clocking]
ctsResizeCount = 0
ctsHoldBuffers = 0
cts_setup_buffers = 0

[setup_path]
critPathMaxStageDelay_ns = 0.87
path_class = "primary input to output pin"
required_ns = 5.84
crit_fanout = 20
cp_common_cell = "clkdlybuf4s50_1"
cp_cell_sequence = "clkdlybuf4s50_1 -> o21ai_0 -> ha_1 -> or3_1 -> and3b_1 -> nor3_1 -> fa_1 -> xor2_1 -> a32oi_1 -> inv_1 -> o2111ai_1 -> nor4_2 -> clkdlybuf4s50_1"
critPathTopFamily = "buffers and inverters"
critPathBufInv = 3
cp-start-kind = "primary input"
slowest_stage = "clkdlybuf4s50_1"
critPathArrivalTime_ns = 5.37
endpoint_kind = "output pin"

[logic_synthesis]
synth.cellmix.simpleShare = 0.284
area_leaders = "ha_1, o21ai_0, nand2_1"
top_area_frac = 0.148
syn-cell-area_mm2 = 0.00135
synthCells = 206
synth.avg_cell_area_um2 = 6.55
top_logic_kind = "AND-OR/OR-AND gates"
yosys-stat-area_mm2 = 0.00135
post-synth-top-count-cell = "nand2_1"
ys_sh_mux = 0.0389
top_cells_by_count = "nand2_1, inv_1, o21ai_0, ha_1, nor2_1"
synth_warnings = 0
ys_sh_adder = 0.163
compound_area_frac = 0.387
ys_cells = 206
ys_types = 51
top_area_cell = "ha_1"
ys_seq_frac = 0
xor_area_frac = 0.0324

[job]
warnings = 41
drv_cap = 0

[grt]
grt_max_degree = 38
grt_usage = 0.0731
grt_pass1_vias = 1507
gr-total-overflow = 0
grt_pass1_wl_um = 7890
antenna_found_initial = 0

[floorplanning]
core-area_mm2 = 0.00876
die_x_um = 115
die_area_mm2 = 0.0132
die_h_um = 115
initial_utilization = 0.154
io_pins = 29
rows = 34

[final_timing]
tns_ns = 0
finalCriticalPeriod_ns = 6.83
hold_viol = 0
timing.fmax_mhz = 146
setup_violations = 0
max_slew_margin = 0.577
min_period_over_period = 0.935
worst_slew_pin_slew_ns = 0.633
grt_setup_unrepaired = "no"
finalMaxSlewViolations = 0

[routing]
drtIter0Drc = 97
num_antenna_cells = 0
drt_wl_total_um = 4750
drcViolationCount = 0
drt_pass1_iterations = 4
ant_nets = 0
vias = 1565
wire_per_inst_um = 14.1
viasPerCell = 4.64

[final_layout]
logic_area_mm2 = 0.00122
drive_gt1_frac = 0.0655
nClkBuffers = 0
post-route-util = 0.202
seq_area_um2 = 0
fillers = 984
ff_count = 0
areaGrowthSynthToFinish_pct = 31.3

[place]
globalplace.congestion = 0.916
detailed_place_hpwl_um = 4000
port_buffers = 29

[hold_path]
worstHoldPathType = "primary input to output pin"

[status]
status = "complete, no violations"
[power by group through the flow]
stage         clock, W  sequential (W)  combinational [W]
CTS                  0               0           0.000154
global route         0               0           0.000171
finish               0               0           0.000153
[placed cells by master, fill, tap and decap left out, types with 2 or more instances in the layout]
cell | synthesis | layout
a21oi_1 | 14 | 14
nand2b_1 | 6 | 6
o211a_1 | 2 | 2
ha_1 | 16 | 16
o311ai_1 | 2 | 2
nor3_1 | 6 | 6
a32oi_1 | 2 | 2
a211oi_1 | 3 | 3
o21ai_1 | 2 | 2
o21ai_0 | 21 | 21
o21a_1 | 5 | 5
nor2_1 | 16 | 16
xor2_1 | 3 | 3
o21bai_1 | 4 | 4
buf_4 | 0 | 3
nor4_2 | 2 | 2
xnor2_1 | 2 | 2
nor2b_1 | 8 | 8
a22o_1 | 2 | 2
nand3_1 | 2 | 2
nand2_1 | 23 | 23
mux2i_1 | 3 | 3
o31ai_1 | 2 | 2
o311a_1 | 2 | 2
or3_1 | 2 | 2
clkdlybuf4s50_1 | 0 | 29
inv_1 | 22 | 22
mux2_2 | 2 | 2
[logic make-up after synthesis]
| kind of cell | after synthesis |
|---|---|
| AOI/OAI and AO/OA | 74 |
| and+or+nand+nor | 73 |
| buffers and inverters | 32 |
| adders and majority gates | 17 |
| xor gates and xnor gates | 5 |
| muxes | 5 |
[final timing paths]
path | from | endpoint | slack [ns] | depth (start not counted)
setup / recovery | F[1] | z | 0.47 | 13
hold / removal | B[2] | W[2] | 4.10 | 4
[metal layers]
| layer | share of wire | vias to the layer above | global-route usage |
|---|---|---|---|
| met5 | 0 | - | 0 |
| met4 | 0.020 | 0 | 0.0132 |
| met3 | 0.044 | 7 | 0.00422 |
| met2 | 0.50 | 50 | 0.127 |
| met1 | 0.43 | 723 | 0.0984 |
| li1 | - | 785 | - |
[per-stage QoR]
| stage | area (um^2) | hold slack (ns) | setup WS, ns | cells | total power (W) |
|---|---|---|---|---|---|
| after global placement | 1770 | 4.10 | 0.447 | 337 | 0.000153 |
| after global routing | 1770 | 4.19 | 0.109 | 337 | 0.000171 |
| after detailed placement | 1770 | 4.09 | 0.503 | 337 | 0.000153 |
| final | 1770 | 4.10 | 0.473 | 337 | 0.000153 |
| after floorplan | 1350 | 3.00 | 1.26 | 206 | 0.0000904 |
| after CTS | 1770 | 4.10 | 0.462 | 337 | 0.000154 |
[final cells by class]
class	instances	share of cell area
tap	108	0.0762
inverter	22	0.0466
timing repair buffer	33	0.188
multi-input combinational	174	0.689
Power and IR drop assume default switching activity.
