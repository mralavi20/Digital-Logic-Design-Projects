[flow/run.sh]
#!/bin/bash
# OpenROAD 26Q1-2900-gdf79404cd8, Yosys 0.63+post, stock flow scripts
make -C /OpenROAD-flow-scripts/flow DESIGN_CONFIG=/design/flow/config.mk WORK_HOME=/design/flow/orfs finish
[flow/config.mk]
export PLATFORM = sky130hd
export DESIGN_NAME = lfsr
export DESIGN_NICKNAME = lfsr
export VERILOG_FILES = /design/flow/design.v
export SDC_FILE = /design/flow/constraint.sdc
export NUM_CORES = 4
export LEC_CHECK = 1
export CORE_AREA = 10 10 71 71
export DIE_AREA = 0 0 81 81
[flow/constraint.sdc]
current_design lfsr

set clk_period 2.5
set clk_io_pct 0.2

create_clock -name clk0 -period $clk_period [get_ports {cl}]

set non_clock_inputs [all_inputs -no_clocks]
set_input_delay [expr $clk_period * $clk_io_pct] -clock clk0 $non_clock_inputs
set_output_delay [expr $clk_period * $clk_io_pct] -clock clk0 [all_outputs]
[flow/design.v]
`timescale 1ns/1ns
module lfsr (input cl,r,ld, input [7:0] parin, output [7:0] parout);
	wire y1,y2,y3,y4;
	wire sout;
	shift_register3 S (cl, r, ld, y4, parin, sout, parout);
	assign y1 = parout[0] ^ parout[2];
	assign y2 = parout[3] ^ y1;
	assign y3 = parout[4] ^ y2;
	assign y4 = parout[6] ^ y3;
endmodule
`timescale 1ns/1ns
module shift_register3 (input cl,r,ld,sin, input [7:0] parin, output sout, output logic [7:0] parout);
	always @(posedge cl, posedge r) begin
		if (r)
			parout <= 8'b0;
		else
			parout <= ld ? parin : {sin, parout[7:1]};
	end
	assign sout = parout[0];
endmodule
==> impl_metrics.csv <==
group,metric,value,unit
cells_and_area,mostFrequentLayoutCells,"18 x clkdlybuf4s50_1, 8 x dfrtp_1, 7 x mux2_2",
synth,netlist_area,344.1,um2
power_and_ir_drop,peakVddDrop,0.0001803,V
cells_and_area,layout_top_cell,"clkdlybuf4s50_1",
grt,grt_usage,3.062,%
grt,grt_pass1_vias,276,
grt,grt_pass1_wl,1.455,mm
final_timing,fin_skew,0.006518,ns
synth,yosys_warnings,1,
power_and_ir_drop,power.switching,83.63,uW
clock_tree,cts_max_level,1,
job,log.warning_count,25,
setup_path,cp.depth,1,
status,outcome,"finished, final reports clean",
setup_path,cp.arrival,1.09,ns
synth,area_leaders,"dfrtp_1 58%, mux2_2 23%, xnor3_1 6.5%",
placement,placed_cell_area,571.8,um2
clock_tree,worstSkewPairLatency,0.23,ns
setup_path,cp_slowest_cell,"clkdlybuf4s50_1",
cells_and_area,finalInstanceArea,613.1,um2
setup_path,r2r_end,"S.parout[7]$_DFF_PP0_",
synth,synthTopLogicFamily,"multiplexers",
final_timing,fin_tns_setup,0,ns
synth,syn_inst,23,
final_timing,maxSlewViolCount,0,
setup_path,required,2.00,ns
synth,ys_sh_aoi,1.455,%
final_timing,hold_ws,0.5114,ns
drt,drtIter0Drc,11,
worst_hold_path,hold_class,"reg -> reg",
placement,io_buffer_count,18,
floorplanning,die_w,81,um
synth,yosysUniqueCellTypes,9,
cells_and_area,area_delta_synth_final,78.18,%
power_and_ir_drop,switching_share,20.27,%
final_timing,setup_viol,0,
worst_hold_path,hold_start,"S.parout[1]$_DFF_PP0_",
setup_path,cp.buffers_inverters,1,
setup_path,path_max_fanout,3,
drt,ant_nets,0,
setup_path,r2r_cells,3,
cells_and_area,top_regs,"S.parout: 8 flops",
setup_path,cp-startpoint,"S.parout[2]$_DFF_PP0_",
final_timing,max-slew-margin-rel,75.19,%
clock_tree,clk_pin_slew,0.04,ns
floorplanning,fp.dieH,81,um
clock_tree,cts_setup_buffers,0,
placement,place_ws,0.7810,ns
grt,gr-total-overflow,0,
drt,vias,245,
setup_path,end_kind,"output pin",
clock_tree,clockBufferDepth,2,
drt,firstDrtPassIters,2,
grt,grt_max_degree,10,
final_timing,rsz0062_at_grt,"false",
synth,yosysTopAreaCell,"dfrtp_1",
final_timing,fmax,627.5,MHz
synth,ys_area,344.1,um2
power_and_ir_drop,power.density,673.0,nW/um2
power_and_ir_drop,seq_power_share,39.6,%
setup_path,max_stage_delay,0.49,ns
clock_tree,clock-sinks,8,
drt,viasPerCell,2.722,
setup_path,cp_cell_sequence,"clkdlybuf4s50_1",
floorplanning,fp_util,9.470,%
final_timing,finalCritPeriodShare,63.75,%
floorplanning,chipArea,6561,um2
floorplanning,io_pins,19,
setup_path,critPathTopFamily,"buffers and inverters",
power_and_ir_drop,intPower,329.0,uW
setup_path,timing.rr.start,"S.parout[4]$_DFF_PP0_",
synth,synthAdderAreaFrac,0,%
power_and_ir_drop,p_leak,0.2420,nW
setup_path,critical_path_class,"reg -> out",
final_timing,tightest_slew,0.3709,ns
synth,top_cell_area_share,58.18,%
clock_tree,cts_buffers,3,
synth,ys_sh_mux,22.91,%
synth,yosys.area_share.simple,1.091,%
final_timing,worst_slack,0.9063,ns
clock_tree,cts_tree,"built",
cells_and_area,largest_register,"S.parout",
power_and_ir_drop,comb_power_share,24.0,%
setup_path,setup.worst_path.end,"parout[2]",
clock_tree,clockRootBuffer,"clkbuf_8",
drt,drc,0,
placement,gpl.final_weighted_congestion,0.7461,
synth,synthXorXnorAreaFrac,11.64,%
final_timing,period_minus_slack,1.594,ns
floorplanning,num_rows,22,
drt,wl,954,um
synth,ys_seq_elements,8,
synth,ys_cells,23,
floorplanning,core_area,3633,um2
clock_tree,hold_buffers,0,
grt,antenna_found_initial,0,
final_timing,final_hold_viol_count,0,
cells_and_area,post-route-util,16.87,%
synth,avgSynthCellArea,14.96,um2
job,cap_violations,0,
clock_tree,postCtsResizedCells,0,
setup_path,r2r_slack,1.37,ns
synth,ys_seq_share,58.18,%
setup_path,start_kind,"register",
cells_and_area,largest_reg_flops,8,
drt,wl_per_cell,10.60,um
drt,n_antenna_cell,0,
cells_and_area,final_layout_size_suffix_gt1_share,23.81,%
power_and_ir_drop,clock_power_share,36.4,%
-- kinds of logic (layout without fill, tap and decap cells) --
kind of cell	Yosys count	in the layout
mux	7	7
simple gates	1	1
compound gates	1	1
xor+xnor	3	3
buf+inv	3	22
flops	8	8
-- how the worst min path moves through the flow --
stage | depth (start not counted) | slack [ns] | endpoint
global route | 1 | 0.54 | S.parout[0]$_DFF_PP0_
finish | 1 | 0.51 | S.parout[0]$_DFF_PP0_
CTS | 1 | 0.52 | S.parout[4]$_DFF_PP0_
-- per-layer routing --
| metal | routed length (um) | part of all wire [%] | vias up | GRT usage (%) |
|---|---|---|---|---|
| met5 | 0 | 0 | - | 0 |
| met3 | 216 | 23 | 0 | 3.898 |
| li1 | - | - | 116 | - |
| met1 | 395 | 41 | 112 | 3.444 |
| met2 | 342 | 36 | 17 | 3.583 |
| met4 | 0 | 0 | 0 | 0.3460 |
-- area by class of cell --
cell class | count | area, um2
multi-input cells | 12 | 127.6
flip-flops and latches | 8 | 200.2
inverters | 1 | 3.754
well taps | 48 | 60.06
repair buffers | 18 | 180.2
fillers | 402 | 3020
clock buffers | 3 | 41.29
-- stage by stage --
stage / total power [mW] / cells
final: 0.4126 / 90
after detailed placement: 0.2654 / 87
after global placement: 0.2663 / 87
after floorplan: 0.2040 / 23
after CTS: 0.4202 / 90
after global routing: 0.4385 / 90
-- synth_stat cells, drive strengths merged --
library cell  instances
xnor2                 2
mux2                  7
dfrtp                 8
inv                   1
buf                   2
xnor3                 1
o21ai                 1
nand2                 1
-- power by group through the flow --
| stage | clock (mW) | sequential (mW) | combinational, mW |
|---|---|---|---|
| finish | 0.150 | 0.163 | 0.0990 |
| CTS | 0.154 | 0.164 | 0.102 |
| global route | 0.163 | 0.167 | 0.108 |
Power figures rest on the tool's default switching activity, not on a simulated workload.
